**flow/run.sh**
```bash
#!/bin/bash
# OpenROAD 26Q1-2900-gdf79404cd8, Yosys 0.63+post, stock flow scripts
make -C /OpenROAD-flow-scripts/flow DESIGN_CONFIG=/design/flow/config.mk WORK_HOME=/design/flow/orfs finish
```
**flow/config.mk**
```make
export PLATFORM = sky130hd
export DESIGN_NAME = top
export DESIGN_NICKNAME = top
export VERILOG_FILES = /design/flow/design.v
export SDC_FILE = /design/flow/constraint.sdc
export NUM_CORES = 4
export LEC_CHECK = 1
export CORE_AREA = 10 10 70 70
export DIE_AREA = 0 0 80 80
```
**flow/constraint.sdc**
```tcl
current_design top

set clk_period 1.8
set clk_io_pct 0.2

create_clock -name clk0 -period $clk_period [get_ports {clk}]

set non_clock_inputs [all_inputs -no_clocks]
set_input_delay [expr $clk_period * $clk_io_pct] -clock clk0 $non_clock_inputs
set_output_delay [expr $clk_period * $clk_io_pct] -clock clk0 [all_outputs]
```
**flow/design.v**
```verilog
module ALU
(
    input wire [6:0] A, B,                   
    input wire OP,    
    output reg [6:0] result,     
    output wire CF,
    output wire SF,
    output wire ZF           
);
    wire [6:0] R_NOR, R_ROR;
    ALU_NOR_7bit NOR1 ( .A(A), .B(B), .result(R_NOR));
    ALU_ROR_7bit ROR1 ( .in(A), .shift(B[2:0]), .out(R_ROR));   
    always @(*) 
    begin
        case (OP)
            1'b0:  
                begin 
                    result = R_NOR; 
                end
            1'b1:  
                begin 
                    result = R_ROR;
                end
            default: 
                begin
                    result = 7'b0000000;  
                end
        endcase
    end
    assign CF = 1'b0;
    assign SF = result[6];
    assign ZF = ~(result[6] | result[5] | result[4] | result[3] | result[2] | result[1] | result[0]);
endmodule
module ALU_NOR_7bit
(
    input wire [6:0] A,B,  
    output wire [6:0] result
);
assign result = ~(A | B);
endmodule
module ALU_ROR_7bit
(
    input [6:0] in,
    input [2:0] shift,
    output reg [6:0] out
);
always @(*) begin
    case(shift)
        3'b000: out = in;
        3'b001: out = {in[0], in[6:1]};
        3'b010: out = {in[1:0], in[6:2]};
        3'b011: out = {in[2:0], in[6:3]};
        3'b100: out = {in[3:0], in[6:4]};
        3'b101: out = {in[4:0], in[6:5]};
        3'b110: out = {in[5:0], in[6]};
        3'b111: out = in;
    endcase
end
endmodule
module controller
(
    input wire clk, reset,
    output reg [6:0] A, B,
    output reg OP
);
reg [2:0] pstate, nstate;
parameter [2:0] START = 3'b000,
                ONE   = 3'b001,
                TWO   = 3'b010,
                THREE = 3'b011,
                FINISH = 3'b100;
always @(posedge clk or posedge reset)
begin
    if (reset)
        pstate <= START;
    else
        pstate <= nstate;
end
always @(*)
begin
    A = 7'b0000000;
    B = 7'b0000000;
    OP = 1'b0;
    nstate = pstate;
    case (pstate)
        START:
            nstate = ONE;
        ONE:
        begin
            A = 7'b1001000;
            B = 7'b1111010;
            OP = 1'b0;
            nstate = TWO;
        end
        TWO:
        begin
            A = 7'b0111001;
            B = 7'b0000110;
            OP = 1'b0;
            nstate = THREE;
        end
        THREE:
        begin
            A = 7'b0000010;
            B = 7'b0000010;
            OP = 1'b1;
            nstate = FINISH;
        end
        FINISH:
        begin    
            nstate = START;
        end  
        default: nstate = START;
    endcase
end
endmodule
module top
(
    input wire clk, reset,
    output wire [6:0] result,
    output wire gt_zero
);
wire [6:0] A, B;
wire OP;
wire [6:0] R_result;
wire R_ZF;
controller controller1 (
    .clk(clk),
    .reset(reset),
    .A(A),
    .B(B),
    .OP(OP)
);
ALU datapath1 (
    .A(A),
    .B(B),
    .OP(OP),
    .result(R_result),
    .ZF(R_ZF)
);
assign result = R_result;
assign gt_zero = ~R_ZF;
endmodule
```
==> out/metrics.csv <==
metric,value,unit
"critical path, cell by cell",inv_2 > ha_4 > inv_4 > a211oi_4 > buf_4 > a31o_1 > buf_2,
switching pwr,0.0447,mW
clk slew on worst S/H paths,0.04,ns
Critical R2R Launch,controller1.pstate[4],
WL/cell,8.34,um
detailed-route DRC error count,0,
fin crit period,1.84,ns
FF-to-FF End,controller1.pstate[1],
Die Span X,80,um
final instance area,553,um2
Critical Path AT,1.48,ns
"count leader, synth",dfrtp_1,
Int Power,0.199,mW
max reg flops,5,
initial antenna violation count,0,
Comb power frac,1.7,%
share of cells above drive strength 1,69.6,%
PnR Total Power,0.243,mW
VDD IR max,0.000157,V
Final Hold Viols,0,
DRT iter0 DRCs,8,
pre-CTS setup slack,-0.131,ns
OpenROAD warnings,28,
final worst slack,-0.0430,ns
placer congestion estimate,0.783,
CTS tree,done,
flop-to-flop setup slack,1.11,ns
Yosys cell types,17,
logic area,181,um2
worst path required time,1.44,ns
CP max-delay cell,dfrtp_1,
Max Freq,543,MHz
H-Tree Level Count,1,
number of enable flip-flop cells,0,
Boundary Pins,10,
unrepaired setup endpoints after global routing,true,
Top Registers,controller1.pstate: 5 flops,
Tot GR Track Use,2.51,%
Synth Flop Type,dfrtp_1,
Yosys top cell by area,dfrtp_1,
max-slew violations,0,
Root Buffer,clkbuf_4,
yosys stat cell total,26,
antenna-violating nets left,0,
Synth top cells by count,"4 x dfrtp_1, 3 x inv_1",
Fill cells,388,
Post-DP Area,450,um2
yosys stat area,280,um2
failing checks,negative setup slack,
Clock Latency Late Sink,0.24,ns
Synth Register Bits,5,
critical setup path kind,register to output pin,
crit end category,output pin,
Leak,0.220,nW
CTS Buf Count,3,
clk_skew,0.00450,ns
syn avg cell area,10.8,um2
number of optimization iterations in the first detailed-route pass,2,
"FFs w/ async S/R, synth",100,%
Flop area,128,um2
pwr/cell area,440,mW/mm2
Syn Inst Count,26,
# rows,21,
Slew @ Worst Pin,0.210,ns
"area share, top type",35.7,%
"slowest stage delay, CP",0.38,ns
Critical Path Source Type,register,
largest net degree at the start of global routing,8,
fin cells,92,
Max Buffers Root-to-Sink,2,
Sw Share,18.4,%
setup_tns,-0.0430,ns
CORE AREA,0.00342,mm2
Total Wirelength,767,um
final worst path period share,102,%
clk sink count,5,
first-pass GRT wire length,1.32,mm
Reg power frac,46.4,%
vias in the first global route,289,
largest register by flop count,controller1.pstate,
crit-path max FO,3,
clock network fraction of total power,51.9,%
via count,258,
initial core utilization,8.21,%
reg2reg path depth,1,
synthesized cell area,280,um2
Slew HR,86.0,%
# Max-Cap Violations,0,
Area growth syn-to-layout,97.3,%
hold-fix buffers at CTS,0,
Detailed Place HPWL,556,um
Cells after DPL,84,
GRT Residual Overflow,0,
diodes inserted,0,
register share after synthesis,45.1,%
Hold Path Class,input port to async pin,
status,finished with violations,
Synth warnings,3,
Cell area leaders,"dfrtp_1 36%, dfstp_2 9.4%, ha_1 8.9%, mux2i_1 7.1%, buf_4 5.4%",
via/cell ratio,2.80,
# port buffers,9,
final setup fails,1,
die height,80,um
Die Area,0.00640,mm2
## through the flow
step,hold slack [ns],util (%)
after floorplan,0.138,-
after global placement,0.340,13.2
after detailed placement,0.342,13.2
after CTS,0.316,15.9
after global routing,0.323,16.2
final,0.314,16.2
## power groups by stage
| stage | Sequential, mW | Clock (mW) | Combinational (mW) |
|---|---|---|---|
| 6_report | 0.113 | 0.126 | 0.00421 |
| 5_1_grt | 0.113 | 0.142 | 0.00473 |
| 4_1_cts | 0.113 | 0.130 | 0.00437 |
## layout by cell type (no fill, tap or decap)
cell	instances
a211oi_4	1
a21boi_2	1
a21oi_4	1
a31o_1	1
a41oi_1	1
buf_2	2
buf_4	8
buf_6	2
clkbuf_1	1
clkbuf_2	3
clkbuf_4	3
clkdlybuf4s15_1	1
clkdlybuf4s50_1	1
dfrtp_1	3
dfrtp_2	1
dfstp_2	1
dlygate4sd2_1	1
ha_4	2
inv_1	1
inv_2	2
inv_4	2
mux2i_1	2
nand2_1	1
nand2b_4	1
nand3_2	1
nor3_2	1
xnor2_1	1
## logic make-up after synthesis
logic type               synth area share, %
multiplexers                            7.14
adder cells (fa/ha/maj)                 8.93
buffers and inverters                   12.1
flip-flops                              45.1
AND/OR/NAND/NOR                         7.14
XOR/XNOR                                3.13
AND-OR/OR-AND                           16.5
## routing by layer
metal | track usage (%) | share of wire (%) | wire length [um] | up-vias
li1 | - | - | - | 126
met2 | 3.69 | 37 | 286 | 11
met4 | 0.528 | 0 | 0 | 0
met3 | 2.05 | 16 | 123 | 0
met5 | 0 | 0 | 0 | -
met1 | 2.75 | 47 | 357 | 121
## layout make-up
cell class	instances	area share (%)
clock buffers	4	4.75
inverters	5	4.30
multi-input cells	14	32.8
flip-flops and latches	5	23.1
well taps	46	10.4
repair buffers	18	24.7
## worst max path at each step
stage | start | cells past startpoint | end
after CTS | controller1.pstate[2] | 7 | result[5]
final | controller1.pstate[4] | 7 | result[5]
after global routing | controller1.pstate[4] | 7 | result[5]
## worst max-delay path: cells and delay by family (launching register included)
family,cells,cell delay [ns]
adder cells (fa/ha/maj),1,0.16
buffers and inverters,4,0.39
flip-flops,1,0.38
AND-OR/OR-AND,2,0.32
## repair_timing
item	in CTS	in global routing
buffers inserted	3	1
pin swaps	4	2
endpoints found under the hold margin	0	0
resized	25	11
setup endpoints to repair	8	7
Power is estimated from default activity; no workload was simulated.
